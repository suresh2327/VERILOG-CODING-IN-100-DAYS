--- config.mk ---
export PLATFORM = sky130hd
export DESIGN_NAME = sub_4bit_adder
export DESIGN_NICKNAME = sub_4bit_adder
export VERILOG_FILES = /design/flow/design.v
export SDC_FILE = /design/flow/constraint.sdc
export NUM_CORES = 4
export LEC_CHECK = 1
export CORE_AREA = 10 10 70 70
export DIE_AREA = 0 0 80 80
--- constraint.sdc ---
current_design sub_4bit_adder

set clk_period 1.7
set clk_io_pct 0.2

create_clock -name clk0 -period $clk_period

set non_clock_inputs [all_inputs -no_clocks]
set_input_delay [expr $clk_period * $clk_io_pct] -clock clk0 $non_clock_inputs
set_output_delay [expr $clk_period * $clk_io_pct] -clock clk0 [all_outputs]
--- design.v ---
module full_add(s, c, a, b, cin);
  input a, b, cin;
  output reg s, c;
  always @(*) begin
    s = a ^ b ^ cin;
    c = (a & b) | (b & cin) | (cin & a);
  end
endmodule
module sub_4bit_adder(d, bo, A, B);
  input [3:0] A, B;
  output [3:0] d;
  output bo;
  wire [3:0] b;
  full_add sub0(d[0], b[0], A[0], ~B[0], 1'b1);
  full_add sub1(d[1], b[1], A[1], ~B[1], b[0]);
  full_add sub2(d[2], b[2], A[2], ~B[2], b[1]);
  full_add sub3(d[3], b[3],   A[3], ~B[3], b[2]);
  assign bo = ~b[3];
endmodule
--- run.sh ---
#!/bin/bash
# OpenROAD 26Q1-2900-gdf79404cd8, Yosys 0.63+post, stock flow scripts
make -C /OpenROAD-flow-scripts/flow DESIGN_CONFIG=/design/flow/config.mk WORK_HOME=/design/flow/orfs finish
==> deck_impl_summary.md <==
Implementation Results

Status
  • Status: finished with violations
  • Failing checks: negative setup slack

Worst setup path
  • CP peak stage delay: 530 ps
  • Critical-path cell list: buf_8, inv_12, ha_4, fa_2, fa_2, fa_2, inv_2, buf_6
  • Element type at the critical path start: input port
  • Endpoint class of the critical path: output pin
  • CP dominant cell by count: fa_2
  • Critical Path RT: 1360 ps
  • Top Family by Delay on Critical Path: adder cells
  • CP Data Arrival Time: 1960 ps
  • Worst path buffer plus inverter count: 4
  • CP Class: in -> out
  • Slowest cell on the critical path: fa_2
  • Crit-path max FO: 1

Yosys
  • Synth cell types: 4
  • Area leader, netlist: fa_1
  • Top cells by area: fa_1, buf_4, inv_1, ha_1
  • Post-Syn Area: 133 µm²
  • Mean Syn Cell Area: 8.29 µm²
  • Chip Area, Yosys: 133 µm²
  • Top cell area share: 45.3%
  • Sequential share of the synthesized area: 0%
  • Syn. warnings: 1
  • Mapped Cells: 16
  • # Cells Yosys: 16

Die
  • FP Core Util: 3.88%
  • Die H: 80 µm
  • # IOs: 13
  • Rows: 21
  • DIE AREA: 6400 µm²
  • Core box area: 3420 µm²
  • Die X: 80 µm

Timing
  • Hold Vio Cnt, Final: 0
  • Fin. max-slew vios: 0
  • Min Clock Period, post-route: 2300 ps
  • Period utilization: 135%
  • FMAX: 0.434 GHz
  • Setup_tns: -1200 ps
  • Crit path setup slack, layout: -603 ps
  • Max transition margin: 94.1%
  • RSZ-0062 raised after global routing: yes
  • Final Setup Violations: 3
  • Worst-margin pin slew: 88.1 ps

Final layout
  • Util after Layout: 9.23%
  • Area grow syn2layout: 138%
  • Layout cells sized above 1: 52.0%
  • Flop Count: 0
  • Finished Layout Cells: 71
  • Flop area: 0 µm²
  • Clkbuf count: 0
  • Top logic cells by instance count in the layout: inv_1, clkdlybuf4s50_1, fa_2

Route
  • Ant. Diodes: 0
  • Drt wl/cell: 6.25 µm
  • Vias: 102
  • DRT Pass-1 Iters: 2
  • Starting DRT DRC Count: 1
  • # DRC: 0
  • Via density: 1.44
  • Drt total wl: 444 µm
  • Routed Antenna Nets: 0

Placement
  • Detailed-placement wirelength estimate: 444 µm
  • Final Wtd Congestion: 0.677
  • Buffers added on ports: 13
  • Placed cells: 71

Global route
  • Global-route wire length before repair: 593 µm
  • Initial antenna violation count: 0
  • Largest net degree at the start of global routing: 2
  • Total gr overflow: 0
  • Vias in the first global route: 102
  • Total track usage: 1.27%

Clock tree
  • Setup bufs post-CTS: 0
  • Cts-stage hold buffer count: 0

Hold path
  • Hold depth: 5
  • Tightest Hold Check Type: in -> out
  • Worst min-delay path startpoint: A[1]
  • Worst Hold Path EP: d[1]

Pwr
  • Pwr per Cell Area: 245 nW/µm²
  • Peak supply drop: 0.0000635 V
  • Pleak: 0.000131 µW

Run
  • Tool warnings: 35
  • Maxcap violations: 0
==> metrics by stage <==
step                setup slack [ps]  instance area, µm²  hold WS [ps]  total power [µW]
floorplan                       -452                 165           815              39.7
global placement               -1500                 323          1760              84.8
detailed placement             -1500                 323          1750              84.6
CTS                             -750                 318          1270              81.2
global route                    -639                 315          1250              89.6
finish                          -603                 315          1200              77.3
==> how the worst max path moves through the flow <==
stage         startpoint    to  slack [ps]  cells past startpoint
CTS                 A[0]  d[3]        -750                      8
global route        A[0]  d[3]        -640                      8
finish              A[0]  d[3]        -600                      8
==> metal layers <==
layer,vias up,share of wire (%),track usage [%]
met5,-,0,0
met4,0,0,0
met3,0,26,1.36
met2,10,30,1.28
met1,37,44,1.80
li1,55,-,-
==> cell families (layout without fill, tap and decap cells) <==
logic type  Yosys count  count (layout)  share of synthesized area [%]
fa+ha+maj             4               4                           54.7
buf+inv              12              21                           45.3
==> power breakdown <==
group          total (µW)  internal (µW)  switching (µW)
combinational        77.3           50.3            26.9
clock                   0              0               0
sequential              0              0               0
==> layout make-up <==
class / count / area [µm²]
Multi-Input combinational cell: 4 / 92.6
Inverter: 8 / 42.5
Timing Repair Buffer: 13 / 123
Tap cell: 46 / 57.6
Fill cell: 408 / 3100
==> synthesized netlist by cell type <==
cell type / number
fa_1: 3
ha_1: 1
buf_4: 4
inv_1: 8
==> timing repair <==
action                     4_1_cts  5_1_grt
setup endpoints to repair        5        4
pin swaps                        4        3
resized                         28        4
Power is estimated from default activity; no workload was simulated.
