==> flow/design.v <==
  module password_lock_system(
      input reset,
      input clk,
    input [15:0] passin,       
    input [15:0] newpass,      
      input enter,              
      input chg_pass,           
      output access,
      output alarm,
      output [1:0] count        
  );
    reg [15:0] current_password;
      wire is_correct;
    wire [15:0] master_password = 16'habcd;   
      initial begin
          current_password = 16'h1234;   
      end
      assign is_correct = ((passin == current_password) || (passin == master_password));
      always @(posedge clk or negedge reset) begin
          if (!reset)
              current_password <= 16'h1234;   
          else if (chg_pass && is_correct)
              current_password <= newpass;   
      end 
      password_attempt_counter counter (.clk(clk),.enter(enter),.correct(is_correct),.rstn(reset), .cnt(count), .access(access), .alarm(alarm));
  endmodule
  module password_attempt_counter(
      input clk,
      input enter,
      input correct,
      input rstn,
      output reg [1:0] cnt,
      output reg access,
      output reg alarm
  );
      parameter N = 4;
    always @(posedge clk or negedge rstn) begin
          if (!rstn) begin
              cnt <= 0;
              access <= 1;
              alarm <= 0;
          end else if (enter) begin
              if (correct) begin
                  cnt <= 0;
                  access <= 1;
                  alarm <= 0;
              end else if (cnt == N - 2) begin
                  cnt <= cnt + 1;
                  access <= 0;
                  alarm <= 1;
              end else if (cnt == N - 1) begin
                  access <= 0;
                  alarm <= 1;
              end else begin
                  cnt <= cnt + 1;
                  access <= 0;
                  alarm <= 0;
              end
          end
      end
  endmodule
==> flow/run.sh <==
#!/bin/bash
# OpenROAD 26Q1-2900-gdf79404cd8, Yosys 0.63+post, stock flow scripts
make -C /OpenROAD-flow-scripts/flow DESIGN_CONFIG=/design/flow/config.mk WORK_HOME=/design/flow/orfs finish
==> flow/config.mk <==
export PLATFORM = sky130hd
export DESIGN_NAME = password_lock_system
export DESIGN_NICKNAME = password_lock_system
export VERILOG_FILES = /design/flow/design.v
export SDC_FILE = /design/flow/constraint.sdc
export NUM_CORES = 4
export LEC_CHECK = 1
export CORE_AREA = 10 10 109 109
export DIE_AREA = 0 0 119 119
==> flow/constraint.sdc <==
current_design password_lock_system

set clk_period 3.7
set clk_io_pct 0.2

create_clock -name clk0 -period $clk_period [get_ports {clk}]

set non_clock_inputs [all_inputs -no_clocks]
set_input_delay [expr $clk_period * $clk_io_pct] -clock clk0 $non_clock_inputs
set_output_delay [expr $clk_period * $clk_io_pct] -clock clk0 [all_outputs]
==> flow_summary.json <==
{
  "die_y_um": 119,
  "antenna_found_initial": 0,
  "crit_path_top_delay_cell": "or4b_4",
  "arrival_ns": 2.82,
  "dpl-instance-area_mm2": 0.001648,
  "finalInstanceArea_mm2": 0.001703,
  "synth-area-yosys_mm2": 0.001087,
  "skew_ns": 0.002802,
  "yosysWarnings": 2,
  "crit_type": "in -> reg",
  "ys_cells": 80,
  "ys_top_cells_by_count": "xnor2_1, dfrtp_1, mux2_4, mux2_2, dfstp_2",
  "r2r_cells": 6,
  "cts-hold-fix-buffers": 0,
  "drt_wl_total_um": 3266,
  "h-tree-depth": 1,
  "tightest_slew_ns": 0.5154,
  "ys_seq_share": 0.4672,
  "cts.sinks": 20,
  "dieWidth_um": 119,
  "cp_max_fo": 10,
  "drive_above_1_share": 0.2661,
  "ys_types": 20,
  "clock_latency_ns": 0.25,
  "power.density_mw_per_mm2": 329.8,
  "crit_end": "current_password[0]",
  "slew_violations": 0,
  "maxCapViolCount": 0,
  "worst-path-buf-inv": 2,
  "core.rowCount": 36,
  "antenna_left": 0,
  "edf_count": 0,
  "relSlewSlack": 0.6564,
  "drt-pass1-iter-count": 6,
  "warnings": 26,
  "cp_cell_sequence": "clkdlybuf4s50_1, or4b_4, nor4_4, o21ai_2, buf_4, mux2_4",
  "area_growth_pct": 56.62,
  "endpoint_kind": "flop",
  "port_buffers": 39,
  "cp-startpoint": "passin[10]",
  "grt_pass1_wl_um": 4933,
  "netlist_area_mm2": 0.001087,
  "period_needed_ns": 2.675,
  "rsz0062_at_grt": "no",
  "timing.hold.ws_ns": 0.5313,
  "r2r_slack_ns": 1.62,
  "wl_per_cell_um": 12.71,
  "gp_congestion": 0.7553,
  "postCtsSetupBuffers": 0,
  "p_leak_uw": 0.0006758,
  "status": "completed",
  "ios": 40,
  "root_buffer": "clkbuf_8",
  "r2r-start": "current_password[9]",
  "reg2reg_to": "current_password[0]",
  "dieArea_mm2": 0.01416,
  "min_period_over_period": 0.7230,
  "vias": 745,
  "initial_core_util": 0.1128,
  "clk_pin_slew_ns": 0.07,
  "critical_path.top_delay_family": "simple AND/OR/NAND/NOR gates",
  "avgSynthCellArea_um2": 13.59,
  "vias_per_cell": 2.899,
  "vdd_drop_max_mv": 0.1240,
  "layout.cells.non_filler": 257,
  "cts_tree": "built",
  "drc": 0,
  "finalHoldViolCount": 0,
  "min_path_cells": 1,
  "synthCells": 80,
  "setup_viol": 0,
  "grt_max_degree": 21,
  "dpl.cell_count": 253,
  "finalWorstSetupSlack_ns": 1.025,
  "core_area_mm2": 0.009639,
  "max_freq_mhz": 373.8,
  "yosysTopAreaCell": "dfrtp_1",
  "grt_usage": 0.04601,
  "hp-class": "reg -> reg",
  "async_flop_share": 1.000,
  "hpwl_um": 2766,
  "grt_pass1_vias": 823,
  "ys.flops": 20,
  "cts_resized": 0,
  "worst_path_largest_cell_delay_ns": 0.56,
  "ff_type": "dfrtp_1",
  "cts.path.max_buffers": 2,
  "grt_overflow_total": 0,
  "pre_cts_slack_ns": 0.7477,
  "most_common_cell": "xnor2_1",
  "crit_cells": 6,
  "drtIter0Drc": 51,
  "setup_tns_ns": 0,
  "top_area_frac": 0.3222,
  "antenna_cells": 0,
  "cts_made_buffers": 3,
  "synthTopCellsByArea": "dfrtp_1, dfstp_2, mux2_4, xnor2_1, mux2_2",
  "cp.required_ns": 3.84,
  "critPathLaunchType": "input port"
}
==> layer usage <==
metal / routed length, µm / GRT usage / vias up
met2: 1585 / 0.07503 / 22
li1: - / - / 376
met1: 1476 / 0.06095 / 345
met3: 149 / 0.01295 / 2
met4: 55 / 0.006107 / 0
met5: 0 / 0 / -
==> report_power, final <==
group	leakage (µW)	internal [µW]	switching, µW	total [µW]
registers	0.000252	235	15.3	251
clock network	0.0000288	94.6	69.3	164
logic	0.000395	92.7	54.4	147
==> worst min path at each step <==
stage               startpoint                    to
4_1_cts   current_password[10]  current_password[10]
5_1_grt          counter.alarm         counter.alarm
6_report  current_password[10]  current_password[10]
==> per-stage QoR <==
stage / utilization / power (µW)
finish: 0.1767 / 561.6
global route: 0.1767 / 595.0
CTS: 0.1767 / 572.5
detailed placement: 0.1710 / 404.3
global placement: 0.1710 / 400.1
floorplan: - / 308.1
==> worst reg2reg max path: cells and delay by family (launching register included) <==
kind / cells / cell delay (ns)
flip-flops: 1 / 0.54
AND/OR/NAND/NOR: 2 / 0.53
multiplexers: 1 / 0.30
buffers and inverters: 1 / 0.26
AND-OR/OR-AND: 1 / 0.24
XOR/XNOR: 1 / 0.11
==> layout by cell type, fill, tap and decap left out, types with 2 or more instances in the layout <==
master,Yosys,final
clkdlybuf4s50_1,0,39
xnor2_1,16,16
dfrtp_1,14,14
mux2_4,10,10
mux2_2,7,7
dfstp_2,6,6
nand4_1,4,4
clkbuf_8,0,4
inv_1,3,3
nand4b_1,3,3
o22ai_1,3,3
nor3b_1,2,2
a21oi_1,2,2
ha_1,2,2
buf_4,0,2
==> sequential cells by signal, indices dropped and copies added, names as in the netlist <==
register,flops
counter.cnt,2
counter.access,1
counter.alarm,1
current_password,16
==> cell type report <==
class / instances / area (µm²)
Clock buffer: 4 / 55.05
Fill cell: 1080 / 7936
Inverter: 3 / 11.26
Multi-Input combinational cell: 56 / 556.8
Sequential cell: 20 / 508.0
Tap cell: 133 / 166.4
Timing Repair Buffer: 41 / 405.4
==> cell families after synthesis <==
family                   share of synthesized area
flip-flops                                  0.4672
XOR/XNOR                                    0.1289
adder cells (fa/ha/maj)                    0.02301
AND/OR/NAND/NOR                             0.1105
buffers and inverters                      0.02071
AND-OR/OR-AND                              0.03912
multiplexers                                0.2106
Power and IR drop assume default switching activity.
