File: flow/config.mk
export PLATFORM = sky130hd
export DESIGN_NAME = fifo
export DESIGN_NICKNAME = fifo
export VERILOG_FILES = /design/flow/design.v
export SDC_FILE = /design/flow/constraint.sdc
export NUM_CORES = 4
export LEC_CHECK = 1
export CORE_UTILIZATION = 40
File: flow/constraint.sdc
current_design fifo

set clk_period 3.6
set clk_io_pct 0.2

create_clock -name clk0 -period $clk_period [get_ports {clk}]

set non_clock_inputs [all_inputs -no_clocks]
set_input_delay [expr $clk_period * $clk_io_pct] -clock clk0 $non_clock_inputs
set_output_delay [expr $clk_period * $clk_io_pct] -clock clk0 [all_outputs]
File: flow/design.v
  module fifo (
      input wire clk,
      input wire rst,
      input wire wr_en,
      input wire rd_en,
      input wire [7:0] din,
      output reg [7:0] dout,
      output wire full,
      output wire empty
  );
  parameter DEPTH = 16;
      parameter ADDR_WIDTH = 4;   
      reg [7:0] mem [0:DEPTH-1];
      reg [ADDR_WIDTH-1:0] wr_ptr = 0;
      reg [ADDR_WIDTH-1:0] rd_ptr = 0;
      reg [ADDR_WIDTH:0] count = 0;  
      assign full  = (count == DEPTH);
      assign empty = (count == 0);
      always @(posedge clk or posedge rst) begin
          if (rst) begin
              wr_ptr <= 0;
              rd_ptr <= 0;
              count  <= 0;
              dout   <= 0;
          end else begin
              if (wr_en && !full) begin
                  mem[wr_ptr] <= din;
                  wr_ptr <= wr_ptr + 1;
                  count <= count + 1;
              end
              if (rd_en && !empty) begin
                  dout <= mem[rd_ptr];
                  rd_ptr <= rd_ptr + 1;
                  count <= count - 1;
              end end
      end 
  endmodule
File: flow/run.sh
#!/bin/bash
# OpenROAD 26Q1-2900-gdf79404cd8, Yosys 0.63+post, stock flow scripts
make -C /OpenROAD-flow-scripts/flow DESIGN_CONFIG=/design/flow/config.mk WORK_HOME=/design/flow/orfs finish
==> Flow_metrics.wiki <==
== Run summary ==
{| class="wikitable"
! Metric !! Value
|-
| Part of the total power dissipated in the clock network || 0.308
|-
| Area of the synthesized netlist per yosys stat || 6070 µm²
|-
| Top cells, area || edfxtp_1 63%, dfrtp_1 8.7%, ha_1 2.3%, a22oi_1 2.2%, o21ai_0 2.1%
|-
| Tool warning count || 31
|-
| Registers, synthesis || 149
|-
| Clk pin slew, worst setup/hold paths || 60 ps
|-
| Via count of the first global-routing pass || 3,829
|-
| Number of cells in the design after placement || 607
|-
| Switching Share || 0.326
|-
| Result of the run || finished clean
|-
| Total Negative Setup Slacks || 0 ps
|-
| TritonCTS clock tree || yes
|-
| Transition time of the tightest slew-check pin || 1040 ps
|-
| Simple-gate share of the synthesized area || 0.0670
|-
| Worst path cell trace || or4_4 > o21ai_4 > inv_2 > ha_1 > nor2b_1 > o21ai_0 > and3_1 > a21oi_2 > xnor2_1
|-
| Final Non-Filler Cells || 639
|-
| Yosys cell count || 414
|-
| Post-synth design cell area || 6070 µm²
|-
| Count of H-tree levels built during CTS || 4
|-
| Xor+xnor area frac || 0.0144
|-
| Synth Instances || 414
|-
| Post-synth tally of flip-flops with integrated enable || 128
|-
| Peak VDD IR || 457 µV
|-
| Critical path data required time || 3890 ps
|-
| # resized after CTS || 0
|-
| Area leader, netlist || edfxtp_1
|-
| Kind of path behind the tightest hold check || reg -> reg
|-
| Clk ins delay skew pair || 410 ps
|-
| Number of buffers added on ports || 21
|-
| Logic depth of the worst register-to-register path || 9
|-
| Clock root buffer master || clkbuf_16
|-
| Most frequent logic cell in the layout || edfxtp_1
|-
| Post-route ant nets || 0
|-
| Part of the power in registers || 0.388
|-
| Setup slack, reg-to-reg || 750 ps
|-
| Hold Crit Start || dout[1]
|-
| Maximum number of buffers from clock root to sink || 2
|-
| Main logic family after synthesis || AND-OR/OR-AND gates
|-
| Slowest cell on the critical path || or4_4
|-
| Total setup buffers inserted after CTS || 0
|-
| Min-Delay Endpoint || dout[1]
|-
| Die y size || 125 µm
|-
| Maximum number of pins on one net before global-route repair || 41
|-
| Post-Syn Area per Cell || 14.7 µm²
|-
| Tot Pwr || 5.78 mW
|-
| Biggest fanout along the worst timing path || 17
|-
| Hpwl dp || 8900 µm
|-
| Number of I/O pins || 22
|-
| Number of standard-cell rows in the floorplan || 44
|-
| Warning count from the yosys run || 2
|-
| Via Count || 3,717
|-
| Area growth syn-to-layout || 17.0%
|-
| Cell leakage power || 2.38 nW
|-
| Layout Skew || 8.39 ps
|-
| Number of instances on the worst hold path || 2
|-
| Instance area at placement || 6500 µm²
|-
| Number of pins with negative max-slew slack in the final report || 0
|-
| Routed length per placed instance || 21.5 µm
|-
| Type of origin of the critical path || flip-flop
|-
| Post-Synth AOI/OAI Area || 0.138
|-
| Dominant delay contributor by cell family on the critical path || simple AND/OR/NAND/NOR gates
|-
| Synth Seq Share || 0.720
|-
| Area occupied by registers || 4370 µm²
|-
| Data arrival, critical path || 3140 ps
|-
| Pre-Place Util || 0.415
|-
| Final critical-path share of the clock period || 0.792
|-
| Number of vias per cell || 5.82
|-
| Power density of the placed cells || 814 nW/µm²
|-
| Unrepaired setup endpoints after global routing || no
|-
| Detailed-routing iteration count for the pre-antenna-repair pass || 8
|-
| Total routed wirelength || 13,700 µm
|-
| Most common flop cell mapped by yosys || edfxtp_1
|-
| Worst hold slack || 518 ps
|-
| GR Overflow Total || 0
|-
| Floorplan Core Area || 14,600 µm²
|-
| Tally of unique sky130hd cells used after synthesis || 44
|-
| Crit. End Element || flip-flop
|-
| Share of post-route cells with drive strength above 1 || 0.127
|-
| Global-route wire length before repair || 21,100 µm
|-
| CTS Sinks || 149
|-
| Antenna violations before repair || 0
|-
| Violation count after the first detailed-routing iteration || 422
|-
| Reg-to-reg startpoint || count[1]
|-
| FFs w/ async S/R, synth || 0.141
|-
| DRC violation count after routing || 0
|-
| Final critical delay including setup and external delays || 2850 ps
|-
| Type of the worst setup path || reg -> reg
|-
| Destination of the worst register-to-register timing path || count[4]
|-
| Total die size || 15,700 µm²
|-
| Post-synth top area share || 0.633
|-
| FA/HA/MAJ Cells, Area Fraction || 0.0260
|-
| Final design instance area without fill || 7100 µm²
|-
| Count of final setup violators || 0
|-
| Worst slew margin || 0.307
|-
| Most frequently placed logic cells in the final layout || 128 x edfxtp_1, 27 x nand2_1, 25 x o21ai_0, 22 x a21oi_1
|-
| X dimension of the die || 125 µm
|-
| N_diodes || 0
|-
| Logic cell area || 1560 µm²
|-
| Number of buffers added by the clock tree synthesis step || 17
|-
| CTS Hold Buffers Added || 0
|-
| Total net switching power || 1.89 mW
|-
| Hold Fails Final Rpt || 0
|-
| Proportion of power drawn by combinational gates || 0.304
|-
| Design internal power || 3.90 mW
|-
| Area fraction in mux cells || 0.0115
|-
| Max Fclk || 351 MHz
|-
| Number of buffer and inverter instances along the worst setup path || 1
|-
| Max-cap violation count || 0
|-
| Max stage delay on crit path || 600 ps
|-
| Tally of filler cells in the layout || 1,191
|-
| Total routing usage reported by global routing || 0.196
|-
| Final estimated routing congestion in global placement || 0.922
|}
-- cell usage after synthesis, types with 8 or more instances --
cell	n
a21oi_1	22
a221oi_1	9
a22o_1	8
a22oi_1	18
clkbuf_1	13
dfrtp_1	21
edfxtp_1	128
ha_1	11
inv_1	10
nand2_1	27
nand3_1	12
nor2_1	21
o21ai_0	25
-- worst min-delay path, cell delays in order, from the launching register on --
cell and delay, ps:
dfrtp_1 360, nand2_1 50, o21ai_0 70
-- how the worst max path moves through the flow --
stage	start	endpoint	slack, ps	depth (start not counted)
CTS	count[1]	count[4]	770	9
global route	count[1]	count[4]	600	9
finish	count[1]	count[4]	750	9
-- sequential cells by signal (all words and copies together) (netlist names) --
name and count:
count 5, wr_ptr 4, dout 8, mem 128, rd_ptr 4
-- metal layers --
| metal | vias up | global-route usage | wire length [µm] |
|---|---|---|---|
| met3 | 31 | 0.107 | 1610 |
| met5 | - | 0 | 0 |
| met1 | 1806 | 0.275 | 5400 |
| li1 | 1673 | - | - |
| met4 | 0 | 0.0524 | 401 |
| met2 | 207 | 0.282 | 6310 |
-- power by group through the flow --
stage | Sequential (mW) | Clock (mW) | Combinational [mW]
after CTS | 2.24 | 1.81 | 1.75
after global routing | 2.27 | 1.87 | 1.93
final | 2.24 | 1.78 | 1.76
-- logic make-up (layout without fill, tap and decap cells) --
group,count (synthesis),in the layout
buf+inv,35,76
compound gates,117,117
simple gates,85,85
mux,6,6
xor+xnor,10,10
flops,149,149
fa+ha+maj,12,12
-- cell type report --
cell class / count / area share
Sequential cell: 149 / 0.615
Multi-Input combinational cell: 230 / 0.219
Clock buffer: 22 / 0.0668
Timing Repair Buffer: 33 / 0.0423
Tap cell: 184 / 0.0324
Clock inverter: 10 / 0.0181
Inverter: 11 / 0.00581
-- through the flow --
| stage | util | setup WS (ps) |
|---|---|---|
| floorplan | - | 1160 |
| global placement | 0.444 | 841 |
| detailed placement | 0.444 | 785 |
| CTS | 0.485 | 770 |
| global route | 0.485 | 599 |
| finish | 0.485 | 750 |
Power and IR drop assume default switching activity.
